==> /design/flow/constraint.sdc <==
current_design model

set clk_period 1.0
set clk_io_pct 0.2

create_clock -name clk0 -period $clk_period

set non_clock_inputs [all_inputs -no_clocks]
set_input_delay [expr $clk_period * $clk_io_pct] -clock clk0 $non_clock_inputs
set_output_delay [expr $clk_period * $clk_io_pct] -clock clk0 [all_outputs]
==> /design/flow/config.mk <==
export PLATFORM = sky130hd
export DESIGN_NAME = model
export DESIGN_NICKNAME = model
export VERILOG_FILES = /design/flow/design.v
export SDC_FILE = /design/flow/constraint.sdc
export NUM_CORES = 4
export LEC_CHECK = 1
export CORE_AREA = 10 10 97 97
export DIE_AREA = 0 0 107 107
==> /design/flow/run.sh <==
#!/bin/bash
# OpenROAD 26Q1-2900-gdf79404cd8, Yosys 0.63+post, stock flow scripts
make -C /OpenROAD-flow-scripts/flow DESIGN_CONFIG=/design/flow/config.mk WORK_HOME=/design/flow/orfs finish
==> /design/flow/design.v <==
module model #(parameter
  DATA_WIDTH = 32
) (
  input  [DATA_WIDTH-1:0] din,
  input  din_en,
  input  [1:0] addr,
  output logic [DATA_WIDTH-1:0] dout0,
  output logic [DATA_WIDTH-1:0] dout1,
  output logic [DATA_WIDTH-1:0] dout2,
  output logic [DATA_WIDTH-1:0] dout3
);
assign dout0 = din_en & (addr == 2'b00) ? din : 'd0;
assign dout1 = din_en & (addr == 2'b01) ? din : 'd0;
assign dout2 = din_en & (addr == 2'b10) ? din : 'd0;
assign dout3 = din_en & (addr == 2'b11) ? din : 'd0;
endmodule
==> run summary <==
first-pass GRT wire length - 16.4 mm
final count of hold timing violations - 0
Die Y-Extent - 107 um
type of the setup path with the least slack - primary input to output port
total wire length - 12.0 mm
Core Util at FP - 21.3%
Max transition margin - 81.4%
via count of the first global-routing pass - 2,554
outcome - finished with violations
clock tree buffer count of the final layout - 0
FF+latch count - 0
final core utilization - 60.4%
Placement Rows - 31
Ant. Diodes - 0
number of violations of the max-capacitance limit - 0
DRC marker count from the first detailed-route iteration - 131
Yosys top cell by area - and4b_1
number of cells on the worst hold path - 3
crit path DRT - 800 ps
remaining routing DRC violations - 0
full die area - 11,400 um2
crit path setup slack, layout - -352 ps
Hold Path Sink - dout3[14]
crit path time final - 1350 ps
leading cell type in the layout, fill and taps excluded - buf_2
number of library cell types mapped by synthesis - 9
die width - 107 um
nature of the critical path startpoint - primary input
total core area - 7290 um2
portion of synthesized cell area occupied by the leading cell type - 41.2%
largest fanout on the critical path - 6
setup total negative slack - -17,340 ps
GR Util All Layers - 17.8%
chip area line of the yosys report - 1560 um2
fraction of layout cells with a size suffix above 1 - 66.3%
startpoint of the worst hold path - din[14]
cell types with the largest area share after synthesis - and4b_1 41%, and4bb_2 19%, and4_1 18%
register area - 0 um2
violations in the final reports - negative setup slack
Setup violations, final - 126
maximum vdd ir drop - 0.000142 V
static leakage - 2.51 nW
number of iterations in the first detailed-routing pass - 4
post-route antenna net violation count - 0
Port Buffer Count - 163
CTS hold repair buffers - 0
Via-to-Cell Ratio - 5.32
Overflow after GRT - 0
initial antenna violation count - 0
power per standard cell area - 353 nW/um2
count of tool warnings - 34
detail-routed net length per standard cell - 23.5 um
worst-margin pin slew - 276 ps
highest achievable clock rate - 0.740 GHz
data arrival time of the worst path - 1150 ps
filler cell count in the final layout - 597
most numerous logic cells after layout - 98 x buf_2, 64 x and4b_1, 50 x buf_6
synthesis-to-layout area growth - 183%
worst min-delay path class - primary input to output port
number of cell instances after yosys synthesis - 170
Synth Seq Share - 0%
count of warnings emitted by yosys - 0
Syn Std Cell Area - 1560 um2
pins over their slew limit - 0
Synth Instances - 170
Vias - 2,725
pin count of the biggest net entering global routing - 25
CP Capture Type - output port
I/O Pins - 163
HPWL reported at the end of detailed placement - 5.46 mm
part of the cycle the worst path needs - 135%
area of the multi-input gates - 1350 um2
mean cell area of the mapped netlist - 9.16 um2
setup repair after global routing missed its margin - true
gp weighted congestion - 0.715
critical path, cell delays in order:
cell and delay, ps:
buf_16 130, buf_16 120, buf_8 110, buf_6 110, nor4bb_1 300, buf_2 170
layout make-up:
cell class                 instances  area share [%]
timing repair buffer             285            66.7
multi-input combinational        128            30.5
tap                               99            2.81
power breakdown:
group	internal, mW	total (mW)	switching, mW
clock network	0	0	0
logic	1.02	1.56	0.540
registers	0	0	0
total	1.02	1.56	0.540
synthesized netlist by cell type:
master,n
and4bb_2,24
and4_1,32
and4bb_1,3
and4b_1,64
nor4bb_1,5
clkbuf_2,3
buf_2,30
buf_4,5
buf_6,4
how the worst max path moves through the flow:
stage | start | to | slack, ps | cells after the start
6_report | addr[1] | dout0[30] | -350 | 6
4_1_cts | addr[0] | dout3[23] | -370 | 4
5_1_grt | addr[1] | dout0[30] | -370 | 6
stage by stage:
| stage | cell area, um2 | std cells | hold WS, ps | setup slack (ps) | power [mW] |
|---|---|---|---|---|---|
| floorplan | 1560 | 170 | 504 | 101 | 0.317 |
| global placement | 3230 | 404 | 1220 | -704 | 0.824 |
| detailed placement | 3230 | 404 | 1230 | -682 | 0.826 |
| CTS | 3990 | 469 | 803 | -371 | 1.33 |
| global route | 4410 | 512 | 793 | -368 | 1.64 |
| finish | 4410 | 512 | 756 | -352 | 1.56 |
routing by layer:
metal	up-vias	routed length [um]	global-route usage, %
li1	1248	-	-
met1	1310	5390	23.9
met2	151	5250	28.1
met3	16	1220	6.25
met4	0	182	1.35
met5	-	0	0
repair_timing:
action,4_1_cts,5_1_grt
gates resized,439,117
buffers inserted,36,46
setup endpoints to repair,128,122
pin swaps,25,38
cloned,29,7
cells by family (layout without fill, tap and decap cells):
logic type,after synthesis,after routing,synth area share [%]
simple gates,128,128,84.1
buf+inv,42,285,15.9
Power figures rest on the tool's default switching activity, not on a simulated workload.
